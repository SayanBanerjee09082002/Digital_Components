==> flow/design.v <==
module THIRTY_TWO_TO_FIVE_MULTIPLEXER(op, ip, s);
    input [31:0] ip;
    input [4:0] s;
    output op;
    assign op = (s == 5'b00000) ? ip[0] :
                (s == 5'b00001) ? ip[1] :
                (s == 5'b00010) ? ip[2] :
                (s == 5'b00011) ? ip[3] :
                (s == 5'b00100) ? ip[4] :
                (s == 5'b00101) ? ip[5] :
                (s == 5'b00110) ? ip[6] :
                (s == 5'b00111) ? ip[7] :
                (s == 5'b01000) ? ip[8] :
                (s == 5'b01001) ? ip[9] :
                (s == 5'b01010) ? ip[10] :
                (s == 5'b01011) ? ip[11] :
                (s == 5'b01100) ? ip[12] :
                (s == 5'b01101) ? ip[13] :
                (s == 5'b01110) ? ip[14] :
                (s == 5'b01111) ? ip[15] :
                (s == 5'b10000) ? ip[16] :
                (s == 5'b10001) ? ip[17] :
                (s == 5'b10010) ? ip[18] :
                (s == 5'b10011) ? ip[19] :
                (s == 5'b10100) ? ip[20] :
                (s == 5'b10101) ? ip[21] :
                (s == 5'b10110) ? ip[22] :
                (s == 5'b10111) ? ip[23] :
                (s == 5'b11000) ? ip[24] :
                (s == 5'b11001) ? ip[25] :
                (s == 5'b11010) ? ip[26] :
                (s == 5'b11011) ? ip[27] :
                (s == 5'b11100) ? ip[28] :
                (s == 5'b11101) ? ip[29] :
                (s == 5'b11110) ? ip[30] :
                ip[31];
endmodule
==> flow/run.sh <==
#!/bin/bash
# OpenROAD 26Q1-2900-gdf79404cd8, Yosys 0.63+post, stock flow scripts
make -C /OpenROAD-flow-scripts/flow DESIGN_CONFIG=/design/flow/config.mk WORK_HOME=/design/flow/orfs finish
==> flow/config.mk <==
export PLATFORM = sky130hd
export DESIGN_NAME = THIRTY_TWO_TO_FIVE_MULTIPLEXER
export DESIGN_NICKNAME = THIRTY_TWO_TO_FIVE_MULTIPLEXER
export VERILOG_FILES = /design/flow/design.v
export SDC_FILE = /design/flow/constraint.sdc
export NUM_CORES = 4
export LEC_CHECK = 1
export CORE_AREA = 10 10 74 74
export DIE_AREA = 0 0 84 84
==> flow/constraint.sdc <==
current_design THIRTY_TWO_TO_FIVE_MULTIPLEXER

set clk_period 8.3
set clk_io_pct 0.2

create_clock -name clk0 -period $clk_period

set non_clock_inputs [all_inputs -no_clocks]
set_input_delay [expr $clk_period * $clk_io_pct] -clock clk0 $non_clock_inputs
set_output_delay [expr $clk_period * $clk_io_pct] -clock clk0 [all_outputs]
==> flow_summary.json <==
{
  "post-cts-setup-buffers": 0,
  "worstHoldStart": "ip[0]",
  "worst-endpoint-required_ps": 6640,
  "synth.top_cells.by_area": "sky130_fd_sc_hd__nor2b_1, sky130_fd_sc_hd__a21oi_1, sky130_fd_sc_hd__o21ai_0, sky130_fd_sc_hd__a2111oi_4, sky130_fd_sc_hd__nor2_1",
  "crit_path_start_kind": "primary input",
  "chip_area_um2": 7056,
  "synth-simple-area-share": 0.3276,
  "flops": 0,
  "report.final.slew_viol_count": 0,
  "total_switching_power_uw": 18.42,
  "worst_hold_path.num_cells": 5,
  "final_report_setup_violation_count": 0,
  "switching_portion_of_total_power": 0.3996,
  "worstPathArrival_ps": 4600,
  "first_pass_grt_wire_length_um": 3760,
  "top_cell_area_share": 0.05353,
  "power_frac_clock": 0,
  "critical_path.most_common_cell": "sky130_fd_sc_hd__clkdlybuf4s50_1",
  "hold_buffer_count_at_cts": 0,
  "hpwlAfterDp_um": 1900,
  "timing.final.crit_share": 0.7543,
  "die_height_um": 84,
  "netlist.top_cell.by_area": "sky130_fd_sc_hd__nor2b_1",
  "run_status": "completed",
  "vias_per_cell": 4.363,
  "remaining_drc_errors": 0,
  "std_cell_rows": 23,
  "number_of_nets_with_antenna_violations_after_detailed_routing": 0,
  "critical_path.cell_chain": "clkdlybuf4s50_1 -> and3b_1 -> a22o_1 -> a2111oi_4 -> nor2_1 -> a311oi_1 -> o32a_1 -> clkdlybuf4s50_1",
  "ys_chip_area_um2": 584.3,
  "yosysWarnings": 0,
  "final_common_cell": "sky130_fd_sc_hd__clkdlybuf4s50_1",
  "placement.io_buffers": 38,
  "drt_iter0_drc": 43,
  "xor_area_frac": 0.01499,
  "vdd.ir_drop.worst_mv": 0.01526,
  "static-leakage-power_nw": 0.3436,
  "wl_per_cell_um": 13.62,
  "core_region_area_um2": 3971,
  "critPathKind": "in2out",
  "achievable-frequency_ghz": 0.1597,
  "flow.area_growth_from_synthesis_pct": 69.16,
  "fp.dieW_um": 84,
  "post_synth_ao_oa_area_fraction": 0.4711,
  "insertedDiodeCount": 0,
  "timing.final.hold_violations": 0,
  "grt_setup_unrepaired": "no",
  "number_of_antenna_violations_at_the_first_check_in_global_routing": 0,
  "worst_hold_path.endpoint": "op",
  "critical_path.endpoint_type": "output pin",
  "timing.critical_path.slowest_cell_delay_ps": 830,
  "post_cts_resize_count": 0,
  "maxCapViolations": 0,
  "final_cell_mix": "sky130_fd_sc_hd__clkdlybuf4s50_1, sky130_fd_sc_hd__nor2_1, sky130_fd_sc_hd__nand2_1, sky130_fd_sc_hd__o21ai_0, sky130_fd_sc_hd__a21oi_1",
  "min-delay-path-class": "in2out",
  "warning_count": 32,
  "ys_cells": 89,
  "clkbuf_count": 0,
  "share_seq_of_total_power": 0,
  "area.sequential_um2": 0,
  "finalCoreUtilization": 0.2489,
  "top_level_ports": 38,
  "grt_pass1_vias": 725,
  "syn_inst": 89,
  "adder_share": 0,
  "critical_path.max_fanout": 25,
  "minimum_period_implied_by_the_final_worst_setup_slack_ps": 6261,
  "power.combinational.fraction": 1.000,
  "timing_worst_slew_pin_value_ps": 823.9,
  "p_int_uw": 27.68,
  "cpMaxStageDelayCell": "sky130_fd_sc_hd__clkdlybuf4s50_1",
  "mappedNetlistArea_um2": 584.3,
  "fin_setup_tns_ps": 0,
  "synth.avg_cell_area_um2": 6.565,
  "slew-limit-headroom": 0.4490,
  "finalWeightedCongestion": 0.7964,
  "post_synth_num_cell_types": 46,
  "detailroute.via_count": 746,
  "final_layout_size_suffix_gt1_frac": 0.04959,
  "fp_util": 0.1471,
  "synth-seq-area-share": 0,
  "wl_um": 2329,
  "drt-pass1-iter-count": 4,
  "netlist_logic_family_top": "AND-OR/OR-AND gates",
  "grt_use_total": 0.06185,
  "mux_area_frac": 0.07495,
  "grt_start_max_net_pins": 26,
  "power.density_cell_area_nw_per_um2": 46.64,
  "globalRouteOverflowTotal": 0
}
through the flow:
step           total power [mW]  setup WS [ps]  cell area [um2]  hold slack [ps]  std cells
2_1_floorplan           0.02274           3596            584.3             3519         89
3_3_place_gp            0.04631           2091            988.4             4525        171
3_5_place_dp            0.04602           2057            988.4             4522        171
4_1_cts                 0.04635           2048            988.4             4522        171
5_1_grt                 0.05102           1788            988.4             4599        171
6_report                0.04610           2039            988.4             4498        171
metal layers:
metal / vias up / part of all wire / global-route usage
met5: - / 0 / 0
met4: 0 / 0 / 0
met3: 0 / 0.050 / 0.01181
met2: 24 / 0.41 / 0.08920
met1: 317 / 0.54 / 0.09594
li1: 405 / - / -
synth_stat cells, types with 2 or more instances:
library cell,instances
sky130_fd_sc_hd__a22oi_1,2
sky130_fd_sc_hd__a311oi_1,2
sky130_fd_sc_hd__o221ai_1,2
sky130_fd_sc_hd__o21ai_0,6
sky130_fd_sc_hd__o22ai_1,3
sky130_fd_sc_hd__a21oi_1,6
sky130_fd_sc_hd__buf_2,4
sky130_fd_sc_hd__nand3_1,2
sky130_fd_sc_hd__nor3_1,2
sky130_fd_sc_hd__nand2b_1,3
sky130_fd_sc_hd__a21o_1,2
sky130_fd_sc_hd__buf_4,2
sky130_fd_sc_hd__mux2_1,2
sky130_fd_sc_hd__nor2_1,7
sky130_fd_sc_hd__nor2b_1,5
sky130_fd_sc_hd__nand2_1,6
sky130_fd_sc_hd__inv_1,4
area by class of cell:
cell class	count	area, um2
Inverter	5	18.77
Tap cell	50	62.56
Timing Repair Buffer	39	387.9
Fill cell	453	2983
Multi-Input combinational cell	77	519.2
cells by family after synthesis:
group	Yosys count
AOI/OAI and AO/OA	37
and+or+nand+nor	35
buffers and inverters	12
muxes	4
xor gates and xnor gates	1
worst max-delay path by stage:
stage	start	endpoint	slack, ps	cells past startpoint
4_1_cts	s[2]	op	2050	8
5_1_grt	s[2]	op	1790	8
6_report	s[2]	op	2040	8
critical path, delay by kind of cell:
kind	cells	cell delay, ps
buffers and inverters	2	1290
and+or+nand+nor	2	490
AOI/OAI and AO/OA	4	1150
power groups by stage:
stage / sequential (mW) / combinational, mW / clock (mW)
6_report: 0 / 0.0461 / 0
4_1_cts: 0 / 0.0464 / 0
5_1_grt: 0 / 0.0510 / 0
Power figures rest on the tool's default switching activity, not on a simulated workload.
