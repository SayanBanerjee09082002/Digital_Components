==> ./run.sh <==
#!/bin/bash
# OpenROAD 26Q1-2900-gdf79404cd8, Yosys 0.63+post, stock flow scripts
make -C /OpenROAD-flow-scripts/flow DESIGN_CONFIG=/design/flow/config.mk WORK_HOME=/design/flow/orfs finish
==> ./config.mk <==
export PLATFORM = sky130hd
export DESIGN_NAME = SIXTEEN_BIT_AND
export DESIGN_NICKNAME = SIXTEEN_BIT_AND
export VERILOG_FILES = /design/flow/design.v
export SDC_FILE = /design/flow/constraint.sdc
export NUM_CORES = 4
export LEC_CHECK = 1
export CORE_AREA = 10 10 70 70
export DIE_AREA = 0 0 80 80
==> ./constraint.sdc <==
current_design SIXTEEN_BIT_AND

set clk_period 1.0
set clk_io_pct 0.2

create_clock -name clk0 -period $clk_period

set non_clock_inputs [all_inputs -no_clocks]
set_input_delay [expr $clk_period * $clk_io_pct] -clock clk0 $non_clock_inputs
set_output_delay [expr $clk_period * $clk_io_pct] -clock clk0 [all_outputs]
==> ./design.v <==
module SIXTEEN_BIT_AND(op, a, b);
    input [15:0] a, b;
    output [15:0] op;
    assign op = a & b;
endmodule
==> results_dict.tcl <==
# implementation run metrics
set metrics [dict create \
    grt_start_max_net_pins 2 \
    arrival_ps 730 \
    synth_area_um2 100 \
    yosys.cell_types.count 1 \
    drt-total-wl_mm 1.08 \
    tightest_slew_ps 51.9 \
    design.core.area_mm2 0.00342 \
    final.period_utilization_pct 93.3 \
    max-vdd-ir-drop_mv 0.0469 \
    maximum_achievable_frequency_mhz 1070 \
    route.vias.total 263 \
    synth.yosys.num_cells 16 \
    detail_route.wl_per_cell_um 9.76 \
    drv_slew 0 \
    slew-limit-headroom_pct 96.5 \
    drtIter0Drc 4 \
    cts_hold_buffers 0 \
    power_w 0.000123 \
    post-dp-hpwl_mm 1.07 \
    seq_area_frac_synth_pct 0 \
    critical_path.startpoint_type "primary input" \
    synthesis.yosys.warnings 0 \
    grt_antenna_before_repair 1 \
    drcViolationCount 0 \
    chip_area_mm2 0.00640 \
    setup-tns-final_ps 0 \
    max-cap-violations 0 \
    crit_path_max_fanout 1 \
    first_global_vias 290 \
    grt_first_pass_wirelength_mm 1.51 \
    total_count_of_hold_check_failures_in_the_final_report 0 \
    final_util_pct 15.4 \
    crit_path_end_kind "output port" \
    die_h_um 80 \
    status "completed" \
    worstHoldPathType "in -> out" \
    post-route-cell-area_um2 526 \
    port_buffer_count 48 \
    finalWorstPathRequiredPeriod_ps 933 \
    grt_overflow 0 \
    drive_gt1_share_pct 23.4 \
    seqCellArea_um2 0 \
    post_cts.repair.setup_buffers 0 \
    warnings 32 \
    synth.yosys.chip_area_um2 100 \
    post_synth_inst_count 16 \
    antenna_nets_post_route 0 \
    floorplan.rows 21 \
    placement.cell_area_um2 638 \
    leakagePower_nw 0.287 \
    worst-endpoint-required_ps 800 \
    synthesis.area_per_instance_um2 6.26 \
    path_class "in -> out" \
    globalplace.congestion 0.713 \
    seq_cells 0 \
    area_growth_syn_to_layout_pct 425 \
    drt-pass1-iter-count 2 \
    clockBufferCount 0 \
    globalRouteTotalUtil_pct 2.93 \
    die_width_um 80 \
    setup_violations 0 \
    vias_per_cell 2.37 \
    p_per_area_mw_per_mm2 234 \
    core_util_floorplan_pct 2.93 \
    io_pins 48 \
    rsz_0062_raised_after_global_routing "no" \
]
-- cell usage in the layout (no fill, tap or decap) --
cell type | synthesis | layout
dlygate4sd2_1 | 0 | 32
clkdlybuf4s15_1 | 0 | 1
buf_2 | 0 | 15
diode_2 | 0 | 1
and2_1 | 16 | 16
-- stage by stage --
| stage | hold WS [ps] | std cells | setup WS (ps) |
|---|---|---|---|
| 3_5_place_dp | 1310 | 110 | -471 |
| 3_3_place_gp | 1320 | 110 | -460 |
| 4_1_cts | 769 | 110 | 54.1 |
| 5_1_grt | 778 | 111 | 28.7 |
| 6_report | 763 | 111 | 66.6 |
| 2_1_floorplan | 472 | 16 | 486 |
-- Yosys cell counts --
cell	n	area, um2
and2_1	16	100
-- path summary, 6_finish.rpt --
kind              depth (start not counted)  slack (ps)  from    end
hold / removal                            3         760  a[1]  op[1]
setup / recovery                          3          70  b[5]  op[5]
-- power by group --
group	total, W	switching, W	internal (W)
clock	0.000000000134	0	0.000000000134
combinational	0.000123	0.0000232	0.0000999
sequential	0	0	0
-- cell families (layout without fill, tap and decap cells) --
kind of cell | after synthesis | after routing | synth area share [%]
buffers and inverters | 0 | 48 | 0
other | 0 | 1 | 0
AND/OR/NAND/NOR | 16 | 16 | 100
-- per-layer routing --
layer  vias up  routed length, um  share of wire [%]  track usage (%)
met5         -                  0                  0                0
met4         0                  0                  0                0
met3         0                199                 18             2.39
met2        27                461                 43             4.49
met1        90                421                 39             3.30
li1        146                  -                  -                -
-- cell type report --
cell class,instances,area [um2]
Antenna cell,1,2.50
Fill cell,422,2890
Tap cell,46,57.6
Timing Repair Buffer,48,365
Multi-Input combinational cell,16,100
-- worst max-delay path, stage by stage --
cell             delay (ps)
dlygate4sd2_1           220
and2_1                  140
clkdlybuf4s15_1         170
-- repair_timing --
action	in CTS	in global routing
resized	81	0
endpoints found under the hold margin	0	0
endpoints found under the setup margin	16	0
Power figures rest on the tool's default switching activity, not on a simulated workload.
