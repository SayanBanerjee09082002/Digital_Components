--- /design/flow/design.v ---
module FULL_ADDER(sum,cout,a,b,cin);
	input a,b,cin;
    output sum,cout;
	wire w1,w2,w3,w4;       
	xor x1(w1,a,b);
	xor x2(sum,w1,cin);      
	and a1(w2,a,b);
	and a2(w3,b,cin);
	and a3(w4,cin,a);
	or o1(cout,w2,w3,w4);    
endmodule
module THIRTY_TWO_BIT_ADDER(s, cout, a, b, cin);
    input [31:0] a;
    input [31:0] b;
    input cin;
    output [31:0] s;
    output cout;
    wire x0, x1, x2, x3, x4, x5, x6, x7, x8, x9, x10, x11, x12, x13, x14, x15, x16, x17, x18, x19, x20, x21, x22, x23, x24, x25, x26, x27, x28, x29, x30;
    FULL_ADDER fa0(s[0], x0, a[0], b[0], cin);
    FULL_ADDER fa1(s[1], x1, a[1], b[1], x0);
    FULL_ADDER fa2(s[2], x2, a[2], b[2], x1);
    FULL_ADDER fa3(s[3], x3, a[3], b[3], x2);
    FULL_ADDER fa4(s[4], x4, a[4], b[4], x3);
    FULL_ADDER fa5(s[5], x5, a[5], b[5], x4);
    FULL_ADDER fa6(s[6], x6, a[6], b[6], x5);
    FULL_ADDER fa7(s[7], x7, a[7], b[7], x6);
    FULL_ADDER fa8(s[8], x8, a[8], b[8], x7);
    FULL_ADDER fa9(s[9], x9, a[9], b[9], x8);
    FULL_ADDER fa10(s[10], x10, a[10], b[10], x9);
    FULL_ADDER fa11(s[11], x11, a[11], b[11], x10);
    FULL_ADDER fa12(s[12], x12, a[12], b[12], x11);
    FULL_ADDER fa13(s[13], x13, a[13], b[13], x12);
    FULL_ADDER fa14(s[14], x14, a[14], b[14], x13);
    FULL_ADDER fa15(s[15], x15, a[15], b[15], x14);
    FULL_ADDER fa16(s[16], x16, a[16], b[16], x15);
    FULL_ADDER fa17(s[17], x17, a[17], b[17], x16);
    FULL_ADDER fa18(s[18], x18, a[18], b[18], x17);
    FULL_ADDER fa19(s[19], x19, a[19], b[19], x18);
    FULL_ADDER fa20(s[20], x20, a[20], b[20], x19);
    FULL_ADDER fa21(s[21], x21, a[21], b[21], x20);
    FULL_ADDER fa22(s[22], x22, a[22], b[22], x21);
    FULL_ADDER fa23(s[23], x23, a[23], b[23], x22);
    FULL_ADDER fa24(s[24], x24, a[24], b[24], x23);
    FULL_ADDER fa25(s[25], x25, a[25], b[25], x24);
    FULL_ADDER fa26(s[26], x26, a[26], b[26], x25);
    FULL_ADDER fa27(s[27], x27, a[27], b[27], x26);
    FULL_ADDER fa28(s[28], x28, a[28], b[28], x27);
    FULL_ADDER fa29(s[29], x29, a[29], b[29], x28);
    FULL_ADDER fa30(s[30], x30, a[30], b[30], x29);
    FULL_ADDER fa31(s[31], cout, a[31], b[31], x30);
endmodule
module THIRTY_TWO_BIT_AND(op, a, b);
    input [31:0] a, b;
    output [31:0] op;
    assign op = a & b;
endmodule
module THIRTY_TWO_BIT_OR(op, a, b);
    input [31:0] a, b;
    output [31:0] op;
    assign op = a | b;
endmodule
module ALU1(result, cout, a, b, cin, bivert, operation);
    input [31:0] a;
    input [31:0] b;
    input [0:1] operation;
    input bivert, cin;
    output reg [31:0] result;
    output reg cout;
    wire [31:0] and_result, or_result, adder_result;
    wire adder_cout;
    THIRTY_TWO_BIT_AND and_unit(and_result, a, b);
    THIRTY_TWO_BIT_OR or_unit(or_result, a, b);
    THIRTY_TWO_BIT_ADDER adder_unit(adder_result, adder_cout, a, bivert ? ~b : b, cin);
    always @(*) begin
        case (operation)
            2'b00: begin
                result <= and_result;
                cout <= 1'b0; 
            end
            2'b01: begin
                result <= or_result; 
                cout <= 1'b0;   
            end
            default: begin
                result <= adder_result;
                cout <= adder_cout;
            end
        endcase
    end
endmodule
--- /design/flow/run.sh ---
#!/bin/bash
# OpenROAD 26Q1-2900-gdf79404cd8, Yosys 0.63+post, stock flow scripts
make -C /OpenROAD-flow-scripts/flow DESIGN_CONFIG=/design/flow/config.mk WORK_HOME=/design/flow/orfs finish
--- /design/flow/config.mk ---
export PLATFORM = sky130hd
export DESIGN_NAME = ALU1
export DESIGN_NICKNAME = ALU1
export VERILOG_FILES = /design/flow/design.v
export SDC_FILE = /design/flow/constraint.sdc
export NUM_CORES = 4
export LEC_CHECK = 1
export CORE_UTILIZATION = 50
--- /design/flow/constraint.sdc ---
current_design ALU1

set clk_period 15.6
set clk_io_pct 0.2

create_clock -name clk0 -period $clk_period

set non_clock_inputs [all_inputs -no_clocks]
set_input_delay [expr $clk_period * $clk_io_pct] -clock clk0 $non_clock_inputs
set_output_delay [expr $clk_period * $clk_io_pct] -clock clk0 [all_outputs]
==> results.txt <==
Physical implementation.

- The first-pass GRT wire length is 6.630 mm.
- At the floorplan stage, the core utilization is reported as 0.5204.
- The cell leakage power is 1.100 nW.
- By count the netlist is led by sky130_fd_sc_hd__a21oi_1, sky130_fd_sc_hd__fa_1, sky130_fd_sc_hd__inv_1.
- Counting endpoints that fail hold in the final report gives 0.
- The cell type with the largest total area after synthesis is sky130_fd_sc_hd__fa_1.
- The average cell area after synthesis is 8.309 sq um.
- The clock buffer count is 0.
- The register area is 0 sq um.
- The number of sequential storage elements is 0.
- The total die size is 3713 sq um.
- The overall via count from detail_route is 1,817.
- The largest single stage delay on the critical path is 0.53 ns.
- Entering global routing, the biggest net connects 40 pins.
- The total antenna diodes in the routed design is 0.
- In this run the remaining antenna-violating nets after routing total 0.
- The global-route total usage across every layer is 0.2412.
- The warning tally printed by Yosys for this design is 1.
- The total length of routed met2 wires is 2.051 mm.
- The slowest cell on the critical path is sky130_fd_sc_hd__fa_2.
- The highest layer touched by signal routing is met3.
- Setup repair after global routing could not meet its margin everywhere.
- The number of warning messages in the logs is 36.
- The worst setup path is launched from an input pin.
- The sum of routed wire segments on met1 is 2.016 mm.
- The count of port buffers added during placement is 101.
- The routed design has 4.365 mm of wire.
- According to the report, the first pass of detailed routing completed in 6 iterations.
- The minimum period implied by the final worst setup slack is 18.67 ns.
- The count of pins on the block boundary is 101.
- The report lists the number of standard-cell rows as 21.
- The sequential-to-total area share from yosys stat is 0.
- Broken down by cell family, the worst path's largest delay share belongs to adder cells.
- The maximum ir drop on the vdd rail is 0.00002772 V.
- The total power of the final layout is 0.1173 mW.
- The main area contributors are sky130_fd_sc_hd__fa_1, sky130_fd_sc_hd__xnor2_1, sky130_fd_sc_hd__o21bai_1.
- The script computed a power per unit cell area of 40.99 nW/um^2.
- The yosys cell count is 209.
- Once iteration 0 of detailed routing completed, the report listed 46 DRC markers.
- Across all checked pins, the minimum headroom to the slew limit is 0.6143.
- The initial antenna violation count is 0.
- The number of max-slew violations in the final report is 0.
- Setup slack on the critical path of the routed design comes to -3.065 ns.
- The script logs the ratio of routed vias to standard cells as 5.162.
- The total length of routed met3 wires is 297 microns.
- The overall die width is 60.94 microns.
- At the end of routability-driven placement, the weighted congestion stood at 0.7751.
- STA puts the critical path data required time at 12.48 ns.
- Hold timing on the final database bottoms out at a slack of 6.962 ns.
- The capturing element type of the critical path is an output pin.
- Per STA, the library cell used most along the worst path is sky130_fd_sc_hd__fa_2.
- The placed wire-length estimate after detailed placement is 3.376 mm.
- The synthesized netlist has a Yosys-reported chip area of 1737 sq um.
- The number of buffers and inverters on the critical path is 3.
- Measured along the y axis, the die boundary spans 60.94 microns.
- From the final report, the count of setup violators was given as 11.
- In this run the worst hold path is classified as input pin to output pin.
- The total standard cell area after synthesis is 1737 sq um.
- Looking at the max-slew report, the worst-margin pin has a slew of 0.5778 ns.
- The final reports fail on setup timing.
- The post-layout utilization of the core is 0.8575.
- The share of cells above drive strength 1 is 0.1830.
- The number of global-route vias before repair is 1,579.
- The distinct cell type count of the synthesized netlist is 14.
- The achievable clock frequency is 0.05358 GHz.
- The proportion of netlist area held by the largest area contributor is 0.3689.
- The share of the cycle needed by the critical path after routing is 1.196.
- The remaining design rule violation count is 0.
- Recorded from the global router log, the overflow total was 0.
- The final instance count without filler cells is 352.
- Per the OpenROAD floorplan log, the area of the core is 3337 sq um.
- The flow measured a signed area growth from synthesis to layout of 64.77%.
- Setup slack on the worst path after placement came out at -3.882 ns.
- After routing, the total negative slack on setup checks comes to -18.13 ns.
- The endpoint arrival time on the critical path is 15.55 ns.
- The highest fanout seen on the critical path is 2.
- The critical path is of the input pin to output pin type.
- The final standard cell area without fillers is 2861 sq um.
- The synthesized instance count is 209.
- The average wire per cell in the routed design is 12.40 microns.
- The number of max-cap violations is 0.
- Counting tap cells, the placed design contains a total of 352 instances.
- The placement-stage cell area is 2874 sq um.
- The flow ran to the end, but the final reports show violations.
## cells in the final DEF (no fill, tap or decap)
master | synthesis | routed
sky130_fd_sc_hd__o31ai_1 | 1 | 1
sky130_fd_sc_hd__a21oi_1 | 32 | 32
sky130_fd_sc_hd__inv_2 | 1 | 2
sky130_fd_sc_hd__buf_6 | 0 | 1
sky130_fd_sc_hd__nor2_1 | 2 | 2
sky130_fd_sc_hd__xor2_2 | 0 | 1
sky130_fd_sc_hd__buf_8 | 0 | 1
sky130_fd_sc_hd__o22ai_1 | 31 | 29
sky130_fd_sc_hd__o22ai_2 | 0 | 2
sky130_fd_sc_hd__clkdlybuf4s50_1 | 0 | 88
sky130_fd_sc_hd__dlygate4sd2_1 | 0 | 3
sky130_fd_sc_hd__nand2_1 | 1 | 1
sky130_fd_sc_hd__buf_4 | 7 | 10
sky130_fd_sc_hd__clkdlybuf4s15_1 | 0 | 1
sky130_fd_sc_hd__fa_2 | 0 | 32
sky130_fd_sc_hd__o21bai_1 | 31 | 31
sky130_fd_sc_hd__xnor2_1 | 31 | 31
sky130_fd_sc_hd__inv_1 | 32 | 31
sky130_fd_sc_hd__buf_2 | 6 | 7
## power by group
group	switching [mW]	leakage (nW)	internal (mW)
combinational	0.0447	1.10	0.0726
clock	0	0	0
sequential	0	0	0
total	0.0447	1.10	0.0726
## area by class of cell
type	count	area [sq um]
tap	46	57.56
multi-input combinational	162	1627
timing repair buffer	111	1054
fill	193	475.5
inverter	33	123.9
## cell families (layout without fill, tap and decap cells)
logic type               Yosys count  after routing  synth area share
AND-OR/OR-AND                     95             95            0.3422
XOR/XNOR                          32             32            0.1614
adder cells (fa/ha/maj)           32             32            0.3689
buffers and inverters             47            144            0.1210
AND/OR/NAND/NOR                    3              3          0.006484
## worst min-delay path, stage by stage
cell	delay, ns
sky130_fd_sc_hd__clkdlybuf4s50_1	0.41
sky130_fd_sc_hd__a21oi_1	0.12
sky130_fd_sc_hd__o22ai_1	0.09
sky130_fd_sc_hd__buf_2	0.10
## what timing repair did
| action | CTS | global route |
|---|---|---|
| resized | 34 | 3 |
| setup buffers | 0 | 0 |
| hold endpoints to repair | 0 | 0 |
| setup endpoints to repair | 12 | 11 |
| pin swaps | 0 | 1 |
| hold buffers | 0 | 0 |
## layer usage
| layer | vias to the layer above | track usage |
|---|---|---|
| li1 | 910 | - |
| met1 | 853 | 0.3831 |
| met2 | 54 | 0.4035 |
| met3 | 0 | 0.02592 |
| met4 | 0 | 0 |
| met5 | - | 0 |
## final timing paths
check,to,startpoint,slack [ns],cells past startpoint
setup / recovery,result[31],bivert,-3.07,37
hold / removal,result[25],a[25],6.96,4
Power and IR drop assume default switching activity.
